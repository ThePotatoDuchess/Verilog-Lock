<file path="/design/flow/design.v">
module numin(in,num);
input [8:0] in;
output [3:0] num;
reg [3:0] num;
always @(in)
	begin
	num[0]= in[8]|in[6]&~in[7]|in[4]&~in[7]&~in[5]|in[2]&~in[7]&~in[5]&~in[3]|in[0]&~in[7]&~in[5]&~in[3]&~in[1];
	num[1] = ~(in[7]|in[8])&(in[6]|in[5]|((in[2]|in[1])&~in[4]&~in[3]));
	num[2] = ~(in[8]|in[7])&(in[6]|in[5]|in[4]|in[3]);
	num[3] = in[7]|in[8];
	end
endmodule
module hexdisplay(num,seg);
input [3:0] num;
output [6:0] seg;
reg [6:0] seg;
always @(num)
	begin
		case(num)
			4'b0000 : seg = 7'b0000001;
			4'b0001 : seg = 7'b1001111;
			4'b0010 : seg = 7'b0010010;
			4'b0011 : seg = 7'b0000110;
			4'b0100 : seg = 7'b1001100;
			4'b0101 : seg = 7'b0100100;
			4'b0110 : seg = 7'b0100000;
			4'b0111 : seg = 7'b0001111;
			4'b1000 : seg = 7'b0000000;
			4'b1001 : seg = 7'b0000100;
			4'b1010 : seg = 7'b0001000;
			4'b1011 : seg = 7'b1100000;
			4'b1100 : seg = 7'b0110001;
			4'b1101 : seg = 7'b1000010;
			4'b1110 : seg = 7'b0110000;
			4'b1111 : seg = 7'b1111111;
			default : seg = 7'b1111111;
		endcase
	end
endmodule
</file>
<file path="/design/flow/run.sh">
#!/bin/bash
# OpenROAD 26Q1-2900-gdf79404cd8, Yosys 0.63+post, stock flow scripts
make -C /OpenROAD-flow-scripts/flow DESIGN_CONFIG=/design/flow/config.mk WORK_HOME=/design/flow/orfs finish
</file>
<file path="/design/flow/config.mk">
export PLATFORM = sky130hd
export DESIGN_NAME = numin
export DESIGN_NICKNAME = numin
export VERILOG_FILES = /design/flow/design.v
export SDC_FILE = /design/flow/constraint.sdc
export NUM_CORES = 4
export LEC_CHECK = 1
export CORE_AREA = 10 10 70 70
export DIE_AREA = 0 0 80 80
</file>
<file path="/design/flow/constraint.sdc">
current_design numin

set clk_period 1.0
set clk_io_pct 0.2

create_clock -name clk0 -period $clk_period

set non_clock_inputs [all_inputs -no_clocks]
set_input_delay [expr $clk_period * $clk_io_pct] -clock clk0 $non_clock_inputs
set_output_delay [expr $clk_period * $clk_io_pct] -clock clk0 [all_outputs]
</file>
==> changes_impl.md <==
### Physical design

- Routed WL per cell: 7.08 um
- Placed Area: 255 um2
- Core area: 0.00342 mm2
- Die y size: 80 um
- Ant diodes: 0
- Flop count: 0
- Critical-path cell list: buf_6, or2_4, buf_6, buf_6, a21oi_2, buf_2
- Leakage: 0.127 nW
- Die area: 0.00640 mm2
- Fmax: 877 MHz
- RSZ-0062 raised after global routing: yes
- Syn Area/Cell: 5.20 um2
- Gr ovfl total: 0
- Layout cell share with drive strength beyond 1: 0.710
- Pwr dens: 306 mW/mm2
- Design area: 310 um2
- WP data required: 0.80 ns
- Slowest stage delay, CP: 0.24 ns
- Setup violations, final: 4
- Tot GR Track Use: 0.0150
- VDD IR max: 27.9 uV
- WHS Endpoint: num[0]
- 1st-iter DRT viols: 0
- YS warnings: 1
- Dpl hpwl: 412 um
- Largest net degree at the start of global routing: 4
- Synth-to-layout area growth: 359%
- Distinct cell type count after synthesis: 8
- Global routing's busiest layer: met2
- Hold depth: 4
- Die W: 80 um
- Vias in the first global route: 171
- Crit end category: output port
- Via count: 168
- Initial Util: 0.0198
- Most Frequent Cell on Critical Path: buf_6
- Fin crit period: 1.14 ns
- CLK BUF: 0
- Max-cap viol count: 0
- M3 GR Usage: 0.00795
- Synth area leaders: a21oi_1 (22%), o21ai_0 (15%), or2_4 (13%)
- Post-route clock period utilization: 1.14
- Flop area: 0 um2
- Setup ws final: -0.140 ns
- Yosys chip area: 67.6 um2
- First-pass GRT wire length: 800 um
- Routing usage on met2: 0.0241
- Port Buffers: 13
- OpenROAD warnings: 34
- Headroom to the max-slew limit: 0.902
- Total iterations of the first detailed-routing run: 1
- Area share, top type: 0.222
- Min-delay worst type: input port to output port
- Failing checks: negative setup slack
- Initial antenna violation count: 0
- Final hold vios: 0
- FILL cells: 400
- Final GP Congestion: 0.758
- Synth Seq Share: 0
- DRC viols: 0
- Fin util: 0.0908
- Most common cell in the netlist: a21oi_1
- Synth top cells by count: a21oi_1 (3), inv_1 (2), nor2_1 (2), o21ai_0 (2)
- Synth area leader: a21oi_1
- Max-slew violation count: 0
- Status: complete, but fails checks
- Critical Path Start Type: input port
- Yosys cell count: 13
- M1 GR Usage: 0.0185
- Final ANT Viol Nets: 0
- Via-to-Cell Ratio: 2.18
- Mapped cell area: 67.6 um2
- Syn Inst Count: 13
- Hold path start: in[8]
- Total Wirelength: 545 um
- Row count: 21
- # IOs: 13
- CP max FO: 2
- Worst-Margin Slew: 0.146 ns
- CP Data Arrival Time: 0.94 ns
- Crit path kind: input port to output port
- Slowest CP cell: or2_4
- CTS hold repair buffers: 0
[power by group]
part | internal [W] | switching (W)
sequential | 0 | 0
combinational | 0.0000584 | 0.0000365
clock | 0 | 0
total | 0.0000584 | 0.0000365
[critical path: cells and delay by family]
kind                   cells  cell delay (ns)
buffers and inverters      4             0.41
AND-OR/OR-AND              1             0.08
AND/OR/NAND/NOR            1             0.24
[what timing repair did]
action | in CTS | in global routing
endpoints found under the hold margin | 0 | 0
gates resized | 34 | 15
setup buffers | 4 | 1
gates cloned | 0 | 0
endpoints found under the setup margin | 4 | 4
pin swaps | 7 | 4
[metrics by stage]
step / total power (W) / std cells / TNS (ns) / hold WS [ns] / worst slack, ns
final: 0.0000949 / 77 / -0.327 / 0.673 / -0.140
after global routing: 0.000103 / 77 / -0.473 / 0.694 / -0.193
after CTS: 0.0000770 / 76 / -0.393 / 0.694 / -0.144
after detailed placement: 0.0000758 / 72 / -2.62 / 1.37 / -0.712
after global placement: 0.0000750 / 72 / -2.59 / 1.36 / -0.712
after floorplan: 0.0000145 / 13 / 0 / 0.454 / 0.294
[kinds of logic after synthesis]
group / share of synthesized area
AOI/OAI and AO/OA: 0.481
buffers and inverters: 0.111
and+or+nand+nor: 0.407
[worst max path at each step]
stage,cells past startpoint,to,start,slack [ns]
global route,6,num[1],in[8],-0.19
CTS,6,num[1],in[7],-0.14
finish,6,num[1],in[8],-0.14
[placed cells by master (no fill, tap or decap)]
| cell type | instances |
|---|---|
| buf_4 | 2 |
| a21oi_2 | 3 |
| inv_1 | 2 |
| nor2_2 | 2 |
| clkbuf_2 | 3 |
| clkdlybuf4s15_1 | 1 |
| buf_2 | 3 |
| dlygate4sd2_1 | 4 |
| or2_4 | 1 |
| o21ai_1 | 1 |
| o211ai_1 | 1 |
| nor3_4 | 1 |
| o21ai_2 | 1 |
| nor2b_4 | 1 |
| buf_6 | 5 |
[area by class of cell]
type | instances | area, um2 | share of cell area
inverter | 2 | 7.51 | 0.0242
tap | 46 | 57.6 | 0.185
multi-input combinational | 11 | 98.8 | 0.319
timing repair buffer | 18 | 146 | 0.472
[per-layer routing]
metal  vias up  part of all wire
li1         83                 -
met1        74              0.46
met2        11              0.37
met3         0              0.17
met4         0                 0
met5         -                 0
Power and IR drop assume default switching activity.
