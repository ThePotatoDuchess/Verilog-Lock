==> flow/run.sh <==
#!/bin/bash
# OpenROAD 26Q1-2900-gdf79404cd8, Yosys 0.63+post, stock flow scripts
make -C /OpenROAD-flow-scripts/flow DESIGN_CONFIG=/design/flow/config.mk WORK_HOME=/design/flow/orfs finish
==> flow/config.mk <==
export PLATFORM = sky130hd
export DESIGN_NAME = lockOut
export DESIGN_NICKNAME = lockOut
export VERILOG_FILES = /design/flow/design.v
export SDC_FILE = /design/flow/constraint.sdc
export NUM_CORES = 4
export LEC_CHECK = 1
export CORE_UTILIZATION = 30
==> flow/constraint.sdc <==
current_design lockOut

set clk_period 3.5
set clk_io_pct 0.2

create_clock -name clk0 -period $clk_period [get_ports {clk}]

set non_clock_inputs [all_inputs -no_clocks]
set_input_delay [expr $clk_period * $clk_io_pct] -clock clk0 $non_clock_inputs
set_output_delay [expr $clk_period * $clk_io_pct] -clock clk0 [all_outputs]
==> flow/design.v <==
module numin(in,num);
input [8:0] in;
output [3:0] num;
reg [3:0] num;
always @(in)
	begin
	num[0]= in[8]|in[6]&~in[7]|in[4]&~in[7]&~in[5]|in[2]&~in[7]&~in[5]&~in[3]|in[0]&~in[7]&~in[5]&~in[3]&~in[1];
	num[1] = ~(in[7]|in[8])&(in[6]|in[5]|((in[2]|in[1])&~in[4]&~in[3]));
	num[2] = ~(in[8]|in[7])&(in[6]|in[5]|in[4]|in[3]);
	num[3] = in[7]|in[8];
	end
endmodule
module hexdisplay(num,seg);
input [3:0] num;
output [6:0] seg;
reg [6:0] seg;
always @(num)
	begin
		case(num)
			4'b0000 : seg = 7'b0000001;
			4'b0001 : seg = 7'b1001111;
			4'b0010 : seg = 7'b0010010;
			4'b0011 : seg = 7'b0000110;
			4'b0100 : seg = 7'b1001100;
			4'b0101 : seg = 7'b0100100;
			4'b0110 : seg = 7'b0100000;
			4'b0111 : seg = 7'b0001111;
			4'b1000 : seg = 7'b0000000;
			4'b1001 : seg = 7'b0000100;
			4'b1010 : seg = 7'b0001000;
			4'b1011 : seg = 7'b1100000;
			4'b1100 : seg = 7'b0110001;
			4'b1101 : seg = 7'b1000010;
			4'b1110 : seg = 7'b0110000;
			4'b1111 : seg = 7'b1111111;
			default : seg = 7'b1111111;
		endcase
	end
endmodule
module lockOut (clk, reset, done,hexOne,hexTen);
	input clk;
	input reset;
	wire clk_1Hz;
	output [6:0] hexOne;	
	output [6:0] hexTen;
	output reg done;
	reg [5:0] countDown;
	slowClock clock_generator(clk, clk_1Hz);
	always@(posedge clk_1Hz,posedge reset) begin     
		if (reset) begin
			countDown <= 60;	 
			done <= 0;
		end
		else if ( countDown == 1 ) begin
			countDown <= 0;
			done <=1;
		end
		else if(countDown > 0) begin
			countDown <= countDown -1 ;  
		end
	end
	hexdisplay displayTensLockOut(countDown/10,hexTen);
	hexdisplay displayOnesLockOut(countDown%10,hexOne);
endmodule
module slowClock(clk, clk_1Hz);
	input clk;												
	output clk_1Hz;										
	reg clk_1Hz = 1'b0;									
	reg [27:0] counter = 0;			
	always@(posedge clk)begin
			counter <= counter + 1;	
			if ( counter == 25_000_000)begin
				counter <= 0;	
				clk_1Hz <= ~clk_1Hz;
			end
		end
	endmodule
==> PnR_summary.wiki <==
=== Synthesis and place and route ===
{| class="wikitable"
! Metric !! Value
|-
| Final Slew Violations || 0
|-
| Clock tree from TritonCTS || yes
|-
| WL met1 || roughly 2100 microns
|-
| Period utilization || just over 60%
|-
| Number of warnings reported in the yosys synthesis log || 5
|-
| Number of CTS-inserted buffers || 5
|-
| Relative slew slack || about half
|-
| Wirelength, routed || around 4000 microns
|-
| Result of the run || finished, final reports clean
|-
| Post-detail-place hpwl || between 2000 and 3000 microns
|-
| Transition at the pin with the smallest max-transition slack || 0.7160 ns
|-
| Die width || 90.46 microns
|-
| Post-Place Setup Slack || around 1.3 ns
|-
| Sequential cell area || between 700 and 800 sq um
|-
| Placeable core area || ~7400 sq um
|-
| Init Core Util || a little under a third
|-
| Root buffer cell || sky130_fd_sc_hd__clkbuf_8
|-
| Number of post-CTS setup repair buffers || 0
|-
| Endpoints left unconstrained || 22
|-
| Most frequently used flop master after synthesis || sky130_fd_sc_hd__dfxtp_1
|-
| Critical Path Fanout Max || 5
|-
| Total of buffers placed on input and output ports || 16
|-
| Number of cells after detailed placement || 369
|-
| Final instance area || ~2600 sq um
|-
| Fillcell total || ~760
|-
| Post-cts hold-fix buffer tally || 0
|-
| Total power per unit cell area || between 200 and 250 nW/um^2
|-
| Min setup slack post-route || ~1.3 ns
|-
| Class of the tightest hold or removal check || flip-flop to flip-flop
|-
| Synthesized area per cell || ~8.9 sq um
|-
| Antenna violations before repair || 0
|-
| Fraction of synthesis flops using an asynchronous set or reset pin || 19.44%
|-
| Placed cell areas || 2551 sq um
|-
| Final weighted congestion in routability-driven placement || between 0.8 and 0.9
|-
| Number of design-rule violations left by the first detailed-router iteration || 39
|-
| Most frequent CP cell || sky130_fd_sc_hd__nand3_1
|-
| Number of cells on the worst reg-to-reg path || 7
|-
| Deepest clock path buffer count || 2
|-
| Total design power || around 600 uW
|-
| Top logic cells by instance count in the layout || sky130_fd_sc_hd__nor2_1, sky130_fd_sc_hd__dfxtp_1, sky130_fd_sc_hd__nand2_1
|-
| Sequential cell area fraction in the yosys report || between 30% and 40%
|-
| Sequence of cells on the critical path || nand3_1, or3_1, nor3_1, and3_1, nor3b_2, nand3_1, xnor2_1
|-
| Register clock-pin slew on the reported worst setup and hold paths || ~0.060 ns
|-
| Count of different cell masters after synthesis || about 52
|-
| Area of the mapped netlist || ~2300 sq um
|-
| Detail-routed net length per standard cell || just over 10 microns
|-
| Stage delay of the slowest cell on the critical path || around 0.40 ns
|-
| Pin count of the biggest net entering global routing || 19
|-
| Global router's overall resource usage || between 10% and 20%
|-
| Total length of routed met3 wires || approximately 110 microns
|-
| Detailed-routing iteration count for the pre-antenna-repair pass || 4
|-
| Setup repair after global routing missed its margin || false
|-
| Area growth from synthesis to layout || 12.10%
|-
| Number of standard cells in the final layout excluding fillers || between 300 and 400
|-
| Slowest CP cell || sky130_fd_sc_hd__dfxtp_1
|-
| Maximum clock frequency || around 460 MHz
|-
| Count of nets left with antenna violations after detail routing || 0
|-
| Die extent in y || 90.46 microns
|-
| Ports || 17
|-
| WS Path Type || flip-flop to flip-flop
|-
| Number of flops mapped to enable cells by yosys || 1
|-
| Final setup violation count || 0
|-
| Antenna Cells || 0
|-
| Capturing element type of the critical path || flip-flop
|-
| Startpoint kind of the worst setup timing path || flip-flop
|-
| Flops after synth || 36
|-
| Number of warnings in the stage logs || 38
|-
| DRC violations left || 0
|-
| Register pins left without a clock || 7
|-
| Arrival time at the worst endpoint || about 2.3 ns
|-
| Met2 WL post-DR || approximately 1600 microns
|-
| Critical path buffer and inverter count || 0
|-
| CTS H-Tree Depth || 2
|-
| Cell depth of the worst min-delay path || 1
|-
| Levels on crit path || 7
|-
| Global route overflow || 0
|-
| Data required time at the worst endpoint || 3.66 ns
|-
| Share of cells above drive strength 1 || 8.273%
|-
| Number of vias per cell || approximately 4.6
|-
| Total Die Area || slightly above 8000 sq um
|-
| Yosys stat chip area || between 2000 and 2500 sq um
|-
| Kind of cell adding the most delay to the critical path || simple AND/OR/NAND/NOR gates
|-
| Top routing layer used || met4
|-
| Leakage power || 1.065 nW
|-
| Combinational gate area || between 1000 and 1500 sq um
|-
| Vias after detailed routing || between 1500 and 2000
|-
| Post-synthesis instance total || 263
|-
| Via count of the first global-routing pass || 1587
|-
| Final worst clock skew || 0.004026 ns
|-
| Clock insertion delay at the later pin of the skew report || between 0.2 and 0.3 ns
|-
| First-pass GRT wire length || between 7000 and 8000 microns
|-
| Count of maximum capacitance violations || 0
|-
| IR Drop Worst-Case VDD || ~0.24 mV
|-
| Count of final hold-check violations || 0
|-
| Resize count post-CTS || 0
|-
| Post-synthesis cell count from yosys || 263
|-
| Row cnt || 31
|-
| Final min period || around 2.2 ns
|-
| Final sum of negative setup slack || 0 ns
|}
==> metrics by stage <==
step | hold slack, ns | utilization (%)
global placement | 0.4489 | 34.44
CTS | 0.4620 | 35.52
global route | 0.4785 | 35.52
detailed placement | 0.4528 | 34.44
finish | 0.4599 | 35.52
floorplan | 0.4300 | -
==> final cells by class <==
type	count	area share [%]
multi-input combinational	203	54.59
sequential	36	29.29
timing repair buffer	17	6.372
tap	99	4.708
clock buffer	8	3.043
inverter	14	1.997
==> cells in the mapped netlist (2+ instances only) <==
cell type | count | area (sq um)
sky130_fd_sc_hd__a21oi_1 | 6 | 30.03
sky130_fd_sc_hd__a221o_1 | 2 | 20.02
sky130_fd_sc_hd__a22o_1 | 2 | 17.52
sky130_fd_sc_hd__and3_1 | 5 | 31.28
sky130_fd_sc_hd__clkbuf_1 | 2 | 7.510
sky130_fd_sc_hd__clkbuf_2 | 2 | 10.01
sky130_fd_sc_hd__clkbuf_8 | 3 | 41.29
sky130_fd_sc_hd__dfrtp_1 | 3 | 75.07
sky130_fd_sc_hd__dfstp_2 | 4 | 105.1
sky130_fd_sc_hd__dfxtp_1 | 28 | 560.5
sky130_fd_sc_hd__ha_1 | 20 | 250.2
sky130_fd_sc_hd__inv_1 | 14 | 52.55
sky130_fd_sc_hd__mux2i_1 | 14 | 140.1
sky130_fd_sc_hd__nand2_1 | 23 | 86.33
sky130_fd_sc_hd__nand2b_1 | 2 | 12.51
sky130_fd_sc_hd__nand3_1 | 12 | 60.06
sky130_fd_sc_hd__nand3b_1 | 2 | 15.01
sky130_fd_sc_hd__nand4_1 | 7 | 43.79
sky130_fd_sc_hd__nor2_1 | 28 | 105.1
sky130_fd_sc_hd__nor2b_1 | 3 | 18.77
sky130_fd_sc_hd__nor3_1 | 8 | 40.04
sky130_fd_sc_hd__nor4b_1 | 4 | 35.03
sky130_fd_sc_hd__o21ai_0 | 9 | 45.04
sky130_fd_sc_hd__o22ai_1 | 3 | 18.77
sky130_fd_sc_hd__or2_2 | 2 | 12.51
sky130_fd_sc_hd__or3_1 | 3 | 18.77
sky130_fd_sc_hd__xnor2_1 | 17 | 148.9
sky130_fd_sc_hd__xor2_1 | 11 | 96.34
==> per-layer routing <==
| metal | vias up | GRT usage [%] |
|---|---|---|
| li1 | 925 | - |
| met1 | 771 | 15.63 |
| met2 | 20 | 16.22 |
| met3 | 6 | 1.880 |
| met4 | 0 | 0.8065 |
| met5 | - | 0 |
==> path summary, 6_finish.rpt <==
check	startpoint	endpoint	slack (ns)
setup reg to reg	clock_generator.counter[2]	clock_generator.counter[25]	1.32
hold reg to reg	clock_generator.counter[27]	clock_generator.counter[27]	0.46
setup / recovery	clock_generator.counter[2]	clock_generator.counter[25]	1.32
hold / removal	clock_generator.counter[27]	clock_generator.counter[27]	0.46
==> where the power goes <==
group | internal, mW | total, mW | leakage, nW | switching, mW
clock | 0.141 | 0.253 | 0.0395 | 0.112
sequential | 0.332 | 0.332 | 0.320 | 0
combinational | 0.00105 | 0.00276 | 0.706 | 0.00170
total | 0.474 | 0.587 | 1.07 | 0.114
==> flip-flops by register name, indices dropped and copies added, names as in the netlist <==
signal                   cells
clock_generator.counter     28
countDown                    6
clock_generator.clk_1Hz      1
done                         1
==> cell families after synthesis <==
logic type | Yosys count | synth area share [%]
and+or+nand+nor | 111 | 24.89
DFF | 36 | 32.84
AOI/OAI and AO/OA | 29 | 8.743
xor gates and xnor gates | 28 | 10.45
buffers and inverters | 24 | 5.970
adders and majority gates | 20 | 10.66
muxes | 15 | 6.450
No activity file was given, so power comes from the tool's default toggle rates.
