==> flow/design.v <==
module NumberInput ( input clk, input posr, input posl, input enter_button, output reg [2:0] current_position, output save,output reg [1:0] blink);
wire slow;
initial
begin
current_position = 0;
blink = 0;
end
medClock s1 (clk,slow);
always @ (posedge clk)  
	begin
		if (posr) begin  
			if (current_position == 5) begin  
				current_position = 0;
				end 
				else begin
				current_position = current_position + 1;  
				end
		end
		if (posl) begin  
			if (current_position == 0) begin  
				current_position = 5;
				end 
				else begin
				current_position = current_position - 1; 
				end
			end
	end
always @(posedge slow)
	begin
	if (blink == 3)
		begin
			blink = 0;
		end
		else
		begin
		blink = blink+1;
		end
	end
assign save = enter_button;
endmodule
module medClock(clk, clk_1Hz);
	input clk;												
	output clk_1Hz;										
	reg clk_1Hz = 1'b0;									
	reg [27:0] counter = 0;			
	always@(posedge clk)begin
			counter <= counter + 1;	
			if ( counter == 6250000)begin
				counter <= 0;	
				clk_1Hz <= ~clk_1Hz;
			end
		end
	endmodule	
==> flow/run.sh <==
#!/bin/bash
# OpenROAD 26Q1-2900-gdf79404cd8, Yosys 0.63+post, stock flow scripts
make -C /OpenROAD-flow-scripts/flow DESIGN_CONFIG=/design/flow/config.mk WORK_HOME=/design/flow/orfs finish
==> flow/config.mk <==
export PLATFORM = sky130hd
export DESIGN_NAME = NumberInput
export DESIGN_NICKNAME = NumberInput
export VERILOG_FILES = /design/flow/design.v
export SDC_FILE = /design/flow/constraint.sdc
export NUM_CORES = 4
export LEC_CHECK = 1
export CORE_AREA = 10 10 108 108
export DIE_AREA = 0 0 118 118
==> flow/constraint.sdc <==
current_design NumberInput

set clk_period 4.3
set clk_io_pct 0.2

create_clock -name clk0 -period $clk_period [get_ports {clk}]

set non_clock_inputs [all_inputs -no_clocks]
set_input_delay [expr $clk_period * $clk_io_pct] -clock clk0 $non_clock_inputs
set_output_delay [expr $clk_period * $clk_io_pct] -clock clk0 [all_outputs]
==> reports/summary.log <==
INFO  floorplanning  floorplan.die.height=118um
INFO  synthesis      synth.top_cell.area_share=41.2%
INFO  final_timing   finalHoldViolations=0
INFO  routing        antenna_left=0
INFO  worst_setup_path rr_startpoint=s1.counter[4]
INFO  global_routing grt_antenna_before_repair=0
INFO  clocking       tritoncts.num_buffers=5
INFO  worst_hold_path hold_end=s1.counter[18]
INFO  clocking       cts_hold_repair.buffers=0
INFO  global_routing overflow=0
INFO  synthesis      synth-seq-area-share=43.1%
INFO  synthesis      numSynthFlops=34
INFO  final_timing   fin_setup_tns=0ns
INFO  final_timing   highest_clock_rate=482MHz
INFO  flow_run       drv.max_cap_violation_count=0
INFO  floorplanning  die_outline_area=13900um^2
INFO  worst_setup_path capture_point_of_the_worst_reg_to_reg_path=s1.clk_1Hz
INFO  synthesis      yosysChipArea=1600um^2
INFO  clocking       max_clock_buf_depth=2
INFO  worst_setup_path critPathKind=reg2out
INFO  floorplanning  core_area=9280um^2
INFO  synthesis      synth_stat.cells=167
INFO  power          power.density=339nW/um^2
INFO  final_timing   final_max_slew_viol_count=0
INFO  clocking       ctsResizeCount=0
INFO  synthesis      largest_area_cell=sky130_fd_sc_hd__dfxtp_1
INFO  clocking       clkLatencyLatePin=0.28ns
INFO  final_timing   unconstrained_endpoints=4
INFO  worst_setup_path timing.critical_path.from_type=register
INFO  synthesis      synth_cell_type_count=36
INFO  run_status     run_status=finished, final reports clean
INFO  synthesis      synthesis.area_per_instance=9.60um^2
INFO  worst_setup_path timing.critical_path.slowest_stage_cell=sky130_fd_sc_hd__clkdlybuf4s50_1
INFO  synthesis      post_synth_instance_area=1600um^2
INFO  clocking       htree_levels=2
INFO  global_routing grt.total_usage=4.17%
INFO  floorplanning  num_rows=35
INFO  global_routing vias_in_the_first_global_route=1110
INFO  worst_setup_path timing.critical_path.buf_inv=1
INFO  routing        drt-total-wl=2.86mm
INFO  power          power.static_leakage=0.623nW
INFO  worst_setup_path cp.required=3.44ns
INFO  clocking       tritoncts=built
INFO  worst_setup_path path_length_in_cells_of_the_critical_path=1
INFO  synthesis      area_leaders=sky130_fd_sc_hd__dfxtp_1 (41%), sky130_fd_sc_hd__xnor2_1 (8.2%), sky130_fd_sc_hd__nand4_1 (3.9%)
INFO  final_timing   max_slew_margin=63.8%
INFO  worst_setup_path critical-path-top-delay-family=buffers and inverters
INFO  placement      total_placed_cells_including_tap_cells=299
INFO  synthesis      synth-main-ff-cell=sky130_fd_sc_hd__dfxtp_1
INFO  global_routing grt_first_pass_wirelength=5.17mm
INFO  worst_setup_path path_cells=clkdlybuf4s50_1
INFO  routing        via_count=1187
INFO  routing        ratio_of_routed_vias_to_standard_cells=3.87
INFO  worst_setup_path reg2regPathDepth=3
INFO  routing        drtPass1Iterations=4
INFO  clocking       post_cts_buffers=0
INFO  synthesis      yosysWarningCount=2
INFO  layout         post_layout_nonfiller_instances=307
INFO  worst_setup_path worst-path-max-fanout=7
INFO  synthesis      synth-async-reset-ratio=0%
INFO  floorplanning  die_x=118um
INFO  clocking       cts.root.buffer_cell=sky130_fd_sc_hd__clkbuf_8
INFO  final_timing   finalCriticalPeriod=2.08ns
INFO  floorplanning  io_pins=10
INFO  final_timing   unclocked_regs=2
INFO  clocking       clkSlewWorstSetupHoldPaths=0.06ns
INFO  global_routing grt_max_degree=14
INFO  routing        drc_errors=0
INFO  placement      dp_hpwl=2.13mm
INFO  flow_run       log.warning_count=26
INFO  layout         area.growth.synth_to_final=18.3%
INFO  worst_setup_path worstPathArrival=1.22ns
INFO  routing        drt-wirelength-per-cell=9.30um
INFO  worst_setup_path max_stage_delay=0.51ns
INFO  worst_setup_path endpoint_kind=output pin
INFO  worst_hold_path timing.hold.worst_path_depth=1
INFO  placement      place.gp.congestion=0.850
INFO  final_timing   least_margin_pin_slew=0.542ns
INFO  worst_setup_path setup_slack_on_the_worst_flop_to_flop_path=2.37ns
INFO  final_timing   finalClockPeriodUsage=48.3%
INFO  synthesis      syn-instance-count=167
INFO  floorplanning  floorplan.initialDensity=17.3%
INFO  final_timing   final.setup_skew=0.00503ns
INFO  final_timing   setup-violations-final=0
INFO  synthesis      enable_flop_cells=1
INFO  routing        antenna_cells_inserted=0
INFO  final_timing   rsz0062_at_grt=no
INFO  power          vdd.ir_drop.worst=0.000106V
INFO  worst_hold_path hold_start=s1.counter[18]
INFO  routing        detail_route.iter0.violations=32
INFO  layout         drive_gt1_share=7.87%
INFO  placement      port_buffer_count=7
INFO  worst_hold_path min-delay-path-class=reg2reg
==> layout make-up <==
class / instances / area [um^2]
multi-input cells: 125 / 870
inverters: 4 / 15.0
repair buffers: 7 / 70.1
flip-flops and latches: 34 / 691
well taps: 129 / 161
clock buffers: 8 / 90.1
fillers: 1025 / 7390
==> cell families (layout without fill, tap and decap cells) <==
family	count (synthesis)	after routing	share of synthesized area, %
buffers and inverters	8	19	2.65
AOI/OAI and AO/OA	16	16	5.62
xor gates and xnor gates	21	21	11.9
muxes	3	3	1.87
adders and majority gates	4	4	3.12
and+or+nand+nor	81	81	31.7
DFF	34	34	43.1
==> layer usage <==
metal	global-route usage [%]	part of all wire (%)	vias to the layer above
met4	0.927	2.8	0
met3	0.681	2.1	5
met5	0	0	-
met1	5.65	50	546
li1	-	-	626
met2	6.82	45	10
==> worst max-delay path by stage <==
stage                   start                  end
4_1_cts   current_position[2]  current_position[2]
6_report  current_position[2]  current_position[2]
5_1_grt                  posr  current_position[0]
==> synthesized netlist by cell type, drive strengths merged, types with 6 or more instances <==
cell	number
dfxtp	33
nor2	17
xnor2	15
nand3	12
nand4	11
nand2	7
o21ai	7
a21oi	6
and3	6
and4	6
xor2	6
==> layout by cell type, fill, tap and decap left out, types with 3 or more instances in the layout <==
cell	Yosys	final
sky130_fd_sc_hd__nor2b_1	4	4
sky130_fd_sc_hd__o21ai_0	7	7
sky130_fd_sc_hd__dfxtp_1	33	33
sky130_fd_sc_hd__nand4_1	10	10
sky130_fd_sc_hd__clkdlybuf4s50_1	0	7
sky130_fd_sc_hd__nand2_1	7	7
sky130_fd_sc_hd__and3_1	6	6
sky130_fd_sc_hd__mux2i_1	3	3
sky130_fd_sc_hd__xor2_1	5	5
sky130_fd_sc_hd__inv_1	4	4
sky130_fd_sc_hd__nor2_1	16	16
sky130_fd_sc_hd__or3_1	3	3
sky130_fd_sc_hd__clkbuf_8	0	6
sky130_fd_sc_hd__and4_1	5	5
sky130_fd_sc_hd__a21oi_1	6	6
sky130_fd_sc_hd__xnor2_1	15	15
sky130_fd_sc_hd__nor4_1	3	3
sky130_fd_sc_hd__nand3_1	10	10
sky130_fd_sc_hd__ha_1	4	4
==> registers in the layout, summed over array words and instances, names as in the netlist <==
signal            flops
current_position      3
blink                 2
s1.counter           28
s1.clk_1Hz            1
==> metrics by stage <==
stage	total power, mW	setup slack (ns)	utilization [%]	hold WS, ns	area (um^2)
floorplan	0.378	2.48	-	0.419	1600
finish	0.643	2.22	20.4	0.454	1900
detailed placement	0.420	2.02	19.5	0.446	1810
global route	0.683	2.14	20.4	0.480	1900
CTS	0.655	2.21	20.4	0.458	1900
global placement	0.418	2.06	19.5	0.440	1810
==> power by group <==
part | leakage [nW] | switching (mW) | internal [mW] | total (mW)
Clock | 0.0455 | 0.100 | 0.130 | 0.231
Sequential | 0.278 | 0.0215 | 0.313 | 0.335
Combinational | 0.299 | 0.0282 | 0.0489 | 0.0772
Total | 0.623 | 0.150 | 0.492 | 0.643
Power and IR drop assume default switching activity.
